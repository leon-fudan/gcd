File: design.v
`timescale 1ns/1ps
module gcd(opa, opb, start, resetn, clk, result, done);
input wire [31:0] opa;
input wire [31:0] opb;
input wire start, resetn;
input wire clk;
output wire [31:0] result;
output wire done;
reg     [31:0] r;
reg     [31:0] opa_reg;
reg     [31:0] opb_reg;
reg     start_reg;
reg     done_reg;
reg     run_reg;
wire    [31:0] mod_r;
wire    mod_ready;
assign result = opa_reg;
assign done = done_reg;
assign r_is_zero = (r == 0);
assign init = ({start,start_reg,run_reg} == 3'b100);
assign done_sig = run_reg & r_is_zero & ~init;
assign r_run = run_reg;
mod mod1 (clk,resetn,r_run,opa_reg,opb_reg,mod_r,mod_ready);
always@(*) begin
    r = (mod_ready)?mod_r:32'b1;
end
always @(posedge clk or negedge resetn) begin
    if (~resetn)
        done_reg <= 0;
    else if(init)
        done_reg <= 0;
    else if (done_sig)
        done_reg <= 1;
end
always @(posedge clk or negedge resetn) begin
    if (~resetn)
        start_reg <= 0 ;
    else
        start_reg <= start;
end
always @(posedge clk or negedge resetn) begin
    if (~resetn)
        run_reg <= 0;
    else if (init)
        run_reg <= 1;
    else if (done_sig)
        run_reg <= 0;
end
always @(posedge clk or negedge resetn) begin
    if (~resetn) begin
        opa_reg <= 0;
        opb_reg <= 0;
    end
    else if (init)begin
        opa_reg <= opa;
        opb_reg <= opb;
    end
    else if (run_reg & mod_ready) begin
        opa_reg <= opb_reg;
        opb_reg <= r;
    end
end
endmodule
module mod(clk,resetn,run,A,B,result,ready);
input clk;
input resetn;
input run;
input [31:0] A,B;
output [31:0] result;
output ready;
reg [31:0] A_TEMP,B_TEMP;
reg [2:0] state,ns;
reg [31:0] temp;
wire flag1,flag2;
wire [31:0] bl,br,btemp,temptemp,templ,tempr;
wire [31:0] asub,atemp;
parameter s0=3'h0;
parameter s1=3'h1;
parameter s2=3'h2;
parameter s3=3'h3;
parameter s4=3'h4;
parameter s5=3'h5;
assign atemp = A_TEMP;
assign btemp = B_TEMP;
assign temptemp = temp;
assign flag1=(B_TEMP>A_TEMP);
assign flag2=(temp==1);
shl shl1( .a(btemp) , .al(bl) );
shr shr1( .a(btemp) , .ar(br) );
shl shl2( .a(temptemp) , .al(templ) );
shr shr2( .a(temptemp) , .ar(tempr) );
assign asub = A_TEMP - B_TEMP;
assign result=(state==s5)?A_TEMP:32'b0;
assign ready = (state == s5);
always@(posedge clk or negedge resetn) begin
  if(!resetn)
    state<=s0;
  else 
    state<=ns;
end
always @(posedge clk or negedge resetn) begin
    if (~resetn) begin
        temp<=32'b1;
        A_TEMP<=32'b0;
        B_TEMP<=32'b0;
    end
    else if(state==s1) begin
        temp<=1;
        A_TEMP<=A;
        B_TEMP<=B;
    end
    else if(state==s2)
	 begin
	   B_TEMP<=bl;
	   temp<=templ;
    end
   else if(state==s3)
	  begin
       B_TEMP <= br;
		 temp <= tempr;
	  end
   else if(state==s4)
	  begin
	    temp <= tempr;
		 B_TEMP <= br;
	    if(!flag1) A_TEMP <= asub;
	  end
end
always@(*)
  case(state)
     s0 : if(run) 
            ns = s1;
        else 
            ns = s0;
     s1 : if(~run) ns = s0 ;
            else ns = s2;
     s2 : if(~run) 
            ns = s0 ;
          else
          if(flag1)
           ns=s3;
          else 
           ns=s2;
     s3 : if(~run) ns = s0; else ns=s4;
     s4 : if(~run) 
            ns = s0 ;
          else
            if(flag2)
               ns=s5;
            else
               ns=s4;  
     s5 : if (run) ns=s1; else ns = s0;
     default : ns=s0;
  endcase
endmodule
module shl(a,al);
input [31:0] a;
output [31:0] al;
assign al[31:1] = a[30:0];
assign al[0] = 0;
endmodule
module shr(a,ar);
input [31:0] a;
output [31:0] ar;
assign ar[30:0] = a[31:1];
assign ar[31] = 0;
endmodule
File: run.sh
#!/bin/bash
# OpenROAD 26Q1-2900-gdf79404cd8, Yosys 0.63+post, stock flow scripts
make -C /OpenROAD-flow-scripts/flow DESIGN_CONFIG=/design/flow/config.mk WORK_HOME=/design/flow/orfs finish
File: config.mk
export PLATFORM = sky130hd
export DESIGN_NAME = gcd
export DESIGN_NICKNAME = gcd
export VERILOG_FILES = /design/flow/design.v
export SDC_FILE = /design/flow/constraint.sdc
export NUM_CORES = 4
export LEC_CHECK = 1
export CORE_UTILIZATION = 40
File: constraint.sdc
current_design gcd

set clk_period 16.5
set clk_io_pct 0.2

create_clock -name clk0 -period $clk_period [get_ports {clk}]

set non_clock_inputs [all_inputs -no_clocks]
set_input_delay [expr $clk_period * $clk_io_pct] -clock clk0 $non_clock_inputs
set_output_delay [expr $clk_period * $clk_io_pct] -clock clk0 [all_outputs]
==> summary.txt <==
Here are the numbers from the latest Yosys + OpenROAD run.

The run finished with clean final reports. The number of ports placed on the die boundary is 100. The clock-pin slew on the worst setup and hold paths came out at 70 ps. The routability congestion estimate came out at 0.878. The average cell area after synthesis is 8.99 um2. The startpoint class of the critical path is an input port. The synthesis-to-finish area growth came out at 18.9%. The highest fanout seen on the critical path is 77. The accumulated negative setup slack is 0 ps. For this run, the detailed router reports a per-instance via density of 5.32. The measured slew at the worst slew-check pin came out at 828 ps. The post-synth register bit count is 169. The timing report shows that the slowest cell on the worst path is sky130_fd_sc_hd__buf_4.

The final antenna diode tally reported by the flow is 0. The count of warnings emitted by yosys came out at 6. The number of buffers and inverters on the critical path is 2. The area of the synthesized netlist per yosys stat came out at 9610 um2.

The critical path's top delay family is buffers and inverters. The clock passes through at most 2 buffers. The share of async-settable or async-resettable flops after synthesis is 100%.

The vertical die dimension is 157 um. The delay of the slowest critical-path stage came out at 700 ps. Per the final report, max-transition violations number 0. The number of design-rule violations left by the first detailed-router iteration is 511. The share of layout cells above drive strength 1 came out at 5.07%. For reference, the critical path cell chain is clkdlybuf4s50_1, nor3b_2, buf_4, a22oi_1, nand2_1. The region available for standard cell placement spans 23,500 um2. The global routing usage summed across all routing layers is 20.6%.

Across the run, the number of max-cap violations was 0. The total congestion overflow after global routing came out at 0. The maximum clock frequency is 211 MHz. The wire length recorded after detailed routing is 23.5 mm. The number of cells in the yosys synthesis report came out at 1,069.

TritonCTS built the clock tree. The combinational power share came out at 49.9%. TritonRoute reported its final design rule violation total as 0. The worst setup path is of the in2reg kind.

The type of destination of the critical path is a register. The count of endpoints failing setup in the final report came out at 0. Data on the critical path is required at its endpoint by 16,860 ps. The final instance area came out at 11,400 um2. The number of vias after detailed routing is 7,787. Per the summary, power density relative to cell area is 200 nW/um2. The sequential area share after synthesis is 44.0%.

The design internal power is 1.30 mW. The average routed wire per standard cell is 16.1 um. The starting density of the core came out at 40.8%. The worst setup skew after layout came out at 12.8 ps. The clock H-tree reported by CTS has 4 levels. The number of instances in the synthesized netlist is 1,069.

The final power report lists total power as 2.29 mW. The final tally of hold violations came out at 0. The launch point of the worst register-to-register path is recorded as mod1.A_TEMP[0]. The analysis attributes to cell leakage a power of 4.89 nW.

For this run the detailed placement stage logged an HPWL of 15.8 mm. The launch point of the worst min-delay path is recorded as mod1.state[0]. The critical path starts at start. The via count of the first global-routing pass was 7,427.

The antenna violation net count after detailed routing came out at 0. The sequential group share of total power came out at 32.1%. The clock period minus worst slack is 4730 ps.

The maximum vdd drop is 0.108 mV. The switching part of the total came out at 43.1%. The root buffer selected by CTS is sky130_fd_sc_hd__clkbuf_16. According to the report, the first pass of detailed routing completed in 5 iterations. The type recorded for the worst min-delay path is reg2reg. The first-pass GRT wire length is 39.3 mm. The synthesized cell area is 9610 um2. The switching power came out at 987 uW. In the synthesized netlist the dominant register cell turns out to be sky130_fd_sc_hd__dfrtp_1. The post-cts hold-fix buffer tally is 0.

The share of the cycle needed by the critical path after routing came out at 28.7%. The number of warnings reported in the stage logs is 25. Setup repair after global routing left no endpoint under its margin. In this run the tightest slew margin relative to its limit is 44.8%.

After detailed placement, the total cell area comes to 10,800 um2. The number of enable flip-flop cells came out at 0. The maximum number of pins on one net before global-route repair is 89. The horizontal die dimension reported for this design is 157 um.

The clock net sink count came out at 169. Post-CTS repair ended up resizing 0 cells. The number of antenna violations at the first check in global routing is 0.

The number of post-CTS setup repair buffers is 0. The number of I/O port buffers is 99. TritonCTS created 17 clock buffers. The portion of total power attributed to the clock network is 18.0%.

Final hold analysis gives a worst-case slack of 511 ps. The insertion delay to the later sink of the worst-skew pair came out at 430 ps. The data arrival time of the worst path is 5090 ps. The floorplan has 56 rows. The tally of unique sky130hd cells used after synthesis is 57.

The die area came out at 24,700 um2.
==> worst min-delay path, cell delays in order, from the launching register on <==
cell and delay, ps:
sky130_fd_sc_hd__dfstp_2 360, sky130_fd_sc_hd__nor2_1 70, sky130_fd_sc_hd__nor2_1 40
==> cell families after synthesis <==
family / count (synthesis) / synth area share (%)
multiplexers: 98 / 10.2
adder cells (fa/ha/maj): 33 / 4.37
flip-flops: 169 / 44.0
buffers and inverters: 109 / 4.58
XOR/XNOR: 28 / 2.55
AND-OR/OR-AND: 291 / 19.2
AND/OR/NAND/NOR: 341 / 15.1
==> final cells by class <==
class                      count  area [um2]
fill                        2221       12100
multi-input combinational    791        4960
clock buffer                  20         447
tap                          319         399
sequential                   169        4240
inverter                      43         161
clock inverter                11         148
timing repair buffer         110        1070
==> synthesized netlist by cell type (all sizes together), types with 2 or more instances <==
library cell | number | area share, %
inv | 42 | 1.6
nor2 | 55 | 2.1
and3 | 6 | 0.39
xor2 | 10 | 0.91
o21ai | 85 | 4.4
buf | 13 | 0.83
mux2i | 98 | 10
clkbuf | 53 | 2.1
nor4 | 15 | 0.98
o21bai | 4 | 0.35
a22oi | 54 | 4.2
ha | 32 | 4.2
o211ai | 6 | 0.52
a211o | 3 | 0.27
a221oi | 2 | 0.25
nor2b | 4 | 0.26
dfrtp | 167 | 43
dfstp | 2 | 0.55
and4 | 3 | 0.27
a21o | 14 | 1.1
nand4 | 7 | 0.46
nor3b | 7 | 0.55
nor3 | 5 | 0.26
a2111oi | 2 | 0.18
a221o | 2 | 0.21
nand2b | 3 | 0.20
nand2 | 220 | 8.6
and2 | 3 | 0.20
o31ai | 32 | 2.6
a21oi | 72 | 3.9
a31oi | 5 | 0.33
xnor2 | 18 | 1.6
nand3 | 10 | 0.52
==> layout by cell type, fill, tap and decap left out, drive strengths merged, types with 15 or more instances in the layout <==
master | netlist | routed
nor2 | 55 | 55
ha | 32 | 32
nor4 | 15 | 15
o21ai | 85 | 85
mux2i | 98 | 98
o31ai | 32 | 32
dfrtp | 167 | 167
clkbuf | 53 | 20
clkdlybuf4s50 | 0 | 98
a22oi | 54 | 54
xnor2 | 18 | 18
a21oi | 72 | 72
nand2 | 220 | 220
inv | 42 | 43
==> path summary, 6_finish.rpt <==
check                      depth (start not counted)         endpoint  slack [ps]
hold reg to reg                                    2    mod1.state[3]         510
hold / removal                                     2    mod1.state[3]         510
setup reg to reg                                  14  mod1.A_TEMP[31]       13010
setup / recovery                                   5      opa_reg[28]       11770
max in group asynchronous                          2    mod1.state[2]       12370
min in group asynchronous                          1     mod1.temp[7]        2890
==> per-layer routing <==
metal	global-route usage, %	vias to the layer above	part of all wire [%]
met5	0	-	0
met3	2.55	16	4.0
li1	-	3916	-
met1	34.5	3701	51
met2	30.4	154	44
met4	2.01	0	1.3
==> power by group through the flow <==
stage | registers [mW] | logic [mW] | clock network, mW
4_1_cts | 0.737 | 1.15 | 0.419
5_1_grt | 0.760 | 1.30 | 0.438
6_report | 0.736 | 1.14 | 0.411
==> through the flow <==
| stage | utilization, % | worst slack (ps) | cells |
|---|---|---|---|
| finish | 48.5 | 11770 | 1463 |
| global route | 48.5 | 11620 | 1463 |
| CTS | 48.5 | 11770 | 1463 |
| detailed placement | 46.0 | 11330 | 1432 |
| global placement | 46.0 | 11410 | 1432 |
| floorplan | - | 11950 | 1069 |
Power is estimated from default activity; no workload was simulated.
